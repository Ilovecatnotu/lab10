===== design/flow/design.v =====
`timescale 1ns / 1ps
module top_module(
    input clk,
    input clear,
    output [6:0] seg,
    output [3:0] an
    );
    wire clk_out;
    wire [3:0] first;
    wire [3:0] second;
    divide d(clk,clk_out,an);
    counter c(clk_out,clear,first,second);
    bcdto7seg dis(first,second,an,seg);
endmodule
`timescale 1ns / 1ps
module divide(
    input clock,
    output clk_out, 
    output reg [3:0] AN
);
    reg elapsed;  
    reg [27:0] state;
    always @ (posedge clock)
        if (state == 100000000) state <= 0;
        else state <= state + 1;
    always @(state)
        if (state == 100000000) elapsed = 1;
        else elapsed = 0;
    assign clk_out = elapsed;
    always @(state)begin
        case(state[15])
        1'b0: AN <= 4'b1101;
        1'b1: AN <= 4'b1110;
    endcase
    end
endmodule
`timescale 1ns / 1ps
module counter(
    input clk_in,
    input sw,
    output reg[3:0] first,
    output reg[3:0] second
);
    initial first = 4'b0000;
    initial second = 4'b0000;
    always @(posedge clk_in)
        if (sw) begin
            first = 4'b0000;
            second = 4'b0000;
        end
        else if (first != 4'b1001)
            first <= first + 4'b0001;
        else if (second == 4'b0101) begin
            second <= 4'b0000;
            first = 4'b0000;
        end
        else if (first == 4'b1001) begin
            second = second + 4'b0001;
            first = 4'b0000;
        end
endmodule
`timescale 1ns / 1ps
module bcdto7seg(
    input [3:0] first,
    input [3:0] second,
    input [3:0] an,
    output reg [6:0] seg
    );
    reg [3:0] num;
    always @(an) begin
    case(an)
    4'b1101: num <= second;
    4'b1110: num <= first;
    endcase
    end
    always @(an)
    begin
        case(num)
            4'b0000 : seg = 7'b1000000;
            4'b0001 : seg = 7'b1111001;
            4'b0010 : seg = 7'b0100100;
            4'b0011 : seg = 7'b0110000;
            4'b0100 : seg = 7'b0011001;
            4'b0101 : seg = 7'b0010010;
            4'b0110 : seg = 7'b0000010;
            4'b0111 : seg = 7'b1111000;
            4'b1000 : seg = 7'b0000000;
            4'b1001 : seg = 7'b0010000;
            default : seg = 7'b1111111;
        endcase
    end 
endmodule

===== design/flow/run.sh =====
#!/bin/bash
# OpenROAD 26Q1-2900-gdf79404cd8, Yosys 0.63+post, stock flow scripts
make -C /OpenROAD-flow-scripts/flow DESIGN_CONFIG=/design/flow/config.mk WORK_HOME=/design/flow/orfs finish

===== design/flow/config.mk =====
export PLATFORM = sky130hd
export DESIGN_NAME = top_module
export DESIGN_NICKNAME = top_module
export VERILOG_FILES = /design/flow/design.v
export SDC_FILE = /design/flow/constraint.sdc
export NUM_CORES = 4
export LEC_CHECK = 1
export CORE_UTILIZATION = 30

===== design/flow/constraint.sdc =====
current_design top_module

set clk_period 4.0
set clk_io_pct 0.2

create_clock -name clk0 -period $clk_period [get_ports {clk}]

set non_clock_inputs [all_inputs -no_clocks]
set_input_delay [expr $clk_period * $clk_io_pct] -clock clk0 $non_clock_inputs
set_output_delay [expr $clk_period * $clk_io_pct] -clock clk0 [all_outputs]

==> impl_metrics.csv <==
group,metric,value,unit
status,status,"complete, no violations",
global_routing,grt_max_degree,17,
worst_setup_path,startpoint_type,"register",
floorplanning,core_region_area,5680,um2
sta,min_period_over_period,0.787,
global_routing,antenna_found_initial,0,
worst_setup_path,cp_cell_sequence,"mux2_2, inv_1, ha_1, nor2_1, o21a_1, a21oi_1, clkdlybuf4s50_1",
sta,tightest_slew,0.643,ns
worst_setup_path,r2r-end,"d.state[21]$_SDFF_PN0_",
clock_network,cts_setup_buffers,0,
routing,wl_met3,106,um
synthesis,yosys_warnings,3,
pwr,power-per-cell-area,213,nW/um2
floorplanning,die_w,79.7,um
hold_path,hold_end,"d.state[22]$_SDFF_PN0_",
routing,vias,1309,
layout,syn_to_final_growth,10.9,%
worst_setup_path,r2r_start,"d.state[12]$_SDFF_PN0_",
worst_setup_path,startpoint,"d.state[15]$_SDFF_PN0_",
worst_setup_path,cpPeakStageDelay,0.53,ns
clock_network,cts_resized,0,
floorplanning,fp-utilization,0.319,
worst_setup_path,rr_worst_depth,6,
clock_network,cts-root-buf,"clkbuf_8",
worst_setup_path,ff2ff_setup_slack,2.01,ns
routing,via_per_inst,4.64,
worst_setup_path,crit_path_top_delay_cell,"dfxtp_1",
clock_network,ctsHtreeMaxLevel,1,
hold_path,hold_path.startpoint,"d.state[22]$_SDFF_PN0_",
floorplanning,chip_area,6350,um2
clock_network,cts_tree,"yes",
routing,drc,0,
clock_network,cts-buffers-inserted,3,
worst_setup_path,timing_worst_setup_path_type,"reg -> out",
floorplanning,die_height,79.7,um
clock_network,clock.latency.late_pin,0.27,ns
sta,whs,0.470,ns
worst_setup_path,critPathRequiredTime,3.20,ns
synthesis,top_cell_area_share,0.398,
sta,rsz0062_at_grt,"false",
placed_design,gp_congestion,0.756,
sta,unclocked_pins,8,
worst_setup_path,cp_max_fo,9,
placed_design,port-buffer-count,10,
synthesis,syn_inst,201,
routing,drt_iter0_markers,33,
hold_path,min_path_type,"reg -> reg",
worst_setup_path,cp-end-kind,"output port",
routing,drt-met1-wl,1580,um
routing,dr.max_layer_used,"met4",
sta,fin_crit,3.15,ns
floorplanning,rows,27,
synthesis,yosys-top-cells-area,"dfxtp_1, xnor2_1, nor2_1, ha_1, xor2_1",
worst_setup_path,worstPathArrival,2.35,ns
global_routing,grt_pass1_wl,5260,um
routing,antenna_cells,0,
synthesis,synth.cell_area,1810,um2
flow_run,drv_cap,0,
synthesis,largest_area_cell,"dfxtp_1",
routing,dr.pass1.iters,6,
synthesis,ys_seq_share,0.398,
sta,fmax,318,MHz
placed_design,dp_hpwl,2220,um
routing,wl_met2,1260,um
sta,untimed_endpoints,8,
clock_network,cts_max_path_buffers,2,
floorplanning,pin_count,13,
pwr,cellLeakagePower,0.000711,uW
global_routing,groute.usage.overall,0.103,
flow_run,warning_count,30,
sta,setup_tns,0,ns
routing,ant_nets,0,
synthesis,synth_flops,36,
layout,lay_top_count,"dfxtp_1",
hold_path,min_path_cells,1,
clock_network,cts_hold_buf,0,
sta,slew_headroom,0.559,
pwr,vdd_drop_max,0.191,mV
sta,finalSetupViolations,0,
clock_network,clk_pin_slew,0.09,ns
synthesis,postSynthAreaPerCell,9.01,um2
synthesis,synthDistinctLibCells,39,
sta,finalClockSkew,0.00363,ns
synthesis,ys_cells,201,
global_routing,grt_pass1_vias,1188,
sta,finalHoldViolations,0,
routing,wl_per_cell,10.4,um
global_routing,overflow,0,
sta,slew_violations,0,
layout,layout_top_cells,"dfxtp_1, nor2_1, xnor2_1",
routing,wirelength,2950,um
layout,layout-drive-gt1-share,0.0571,
synthesis,yosysChipArea,1810,um2
worst max-delay path: cells and delay by family, from the launching register on:
family          cells  cell delay, ns
flops               1            0.53
fa+ha+maj           1            0.16
simple gates        1            0.04
compound gates      2            0.32
buf+inv             2            0.60
mux                 1            0.43
kinds of logic (layout without fill, tap and decap cells):
family	count (synthesis)	in the layout	share of synthesized area
buf+inv	14	22	0.0415
compound gates	23	23	0.0733
other cells	1	2	0.00207
flops	36	36	0.398
xor+xnor	26	26	0.126
simple gates	90	90	0.288
mux	4	4	0.0228
fa+ha+maj	7	7	0.0484
synth_stat cells:
master and instances:
conb_1 1, nor4b_1 1, o21ai_1 4, nand3b_1 5, mux2_2 1, nand3_1 13, a22oi_1 2, nor2_1 27
and3_1 3, and4bb_2 2, a21boi_1 1, nand2b_1 4, o21a_1 1, nand4b_1 1, o22ai_1 1, xnor2_1 17
a21o_1 1, ha_1 7, dfxtp_1 36, a311oi_1 1, and2_1 1, nor3_1 3, and4_1 1, inv_1 8
nand2_1 12, mux2i_1 3, buf_6 1, xor2_1 9, or4b_1 1, a21oi_1 8, o21ai_0 4, clkbuf_1 1
nor3_2 1, nor2b_1 2, buf_4 4, nand4_1 7, nor4_1 2, nor4_4 2, nand4_2 2
cell type report:
cell class	count	area (um2)
clock buffer	3	41.3
fill	593	3670
inverter	8	30.0
multi-input combinational	152	1020
sequential	36	721
tap	72	90.1
timing repair buffer	11	108
report_power, final:
part | leakage [uW] | switching [uW] | internal, uW | total [uW]
combinational | 0.000399 | 1.31 | 1.04 | 2.35
sequential | 0.000291 | 0 | 278 | 278
clock | 0.0000216 | 78.7 | 67.4 | 146
total | 0.000711 | 80.0 | 347 | 427
metal layers:
layer / global-route usage / vias to the layer above
met1: 0.150 / 581
met5: 0 / -
met3: 0.0162 / 2
li1: - / 708
met2: 0.170 / 18
met4: 0.00182 / 0
how the worst max path moves through the flow:
stage,slack (ns),cells after the start,endpoint
CTS,0.85,7,seg[3]
global route,0.71,5,seg[6]
finish,0.85,7,seg[3]
state kept, by name, summed over array words and instances (netlist names):
name,flops
c.first,4
c.second,4
d.state,28
per-stage QoR:
stage	cell area, um2	total power, uW	setup WS [ns]	std cells	util
floorplan	1810	288	1.83	202	-
global placement	1970	288	1.21	279	0.347
detailed placement	1970	287	1.17	279	0.347
CTS	2010	435	0.855	282	0.354
global route	2010	447	0.712	282	0.354
finish	2010	427	0.851	282	0.354
No activity file was given, so power comes from the tool's default toggle rates.
