==> /design/flow/design.v <==
`timescale 1ns / 1ps
module bcdto7seg1(
    input [3:0] led,
    output reg[6:0] seg, output reg [3:0] AN
    );
    always @(led)
    begin
        case (led)
        4'b0000 : seg <= 7'b1000000;
        4'b0001 : seg <= 7'b1111001;
        4'b0010 : seg <= 7'b0100100;
        4'b0011 : seg <= 7'b0110000;
        4'b0100 : seg <= 7'b0011001;
        4'b0101 : seg <= 7'b0010010;
        4'b0110 : seg <= 7'b0000010;
        4'b0111 : seg <= 7'b1111000;
        4'b1000 : seg <= 7'b0000000;
        4'b1001 : seg <= 7'b0010000;
        default: seg<=7'b1111111;
        endcase
        AN <= 4'b1110;
    end
endmodule
`timescale 1ns / 1ps
module divider1 ( 
    input clock, 
    output clk_out
);
    reg elapsed; 
    reg [27:0] state;
    always @ (posedge clock)
        if (state == 100000000) state <= 0; 
        else state <= state + 1;
    always @(state)
        if (state == 100000000) elapsed = 1;
        else elapsed = 0; 
    assign clk_out = elapsed;
endmodule
`timescale 1ns / 1ps
module counter1(
    input clk_in,
    input sw,
    output reg[3:0] led
    );
    initial led = 4'b0000;
    always @(posedge clk_in)
        if (sw)
            led <= 4'b0000;
        else 
            if(clk_in == 1)
                if (led >= 4'b1001)
                    led <= 4'b0000;
                else
                    led = led + 4'b0001;
    endmodule
`timescale 1ns / 1ps
module topmodule(
    input clk, sw,
    output [6:0] seg,
    output [3:0] AN
    );
    wire [3:0] count;
    wire clk_out;
    divider1 divide(clk, clk_out);
    counter1 encoder(clk_out, sw, count);
    bcdto7seg1 visualizer(count, seg, AN);
endmodule
==> /design/flow/run.sh <==
#!/bin/bash
# OpenROAD 26Q1-2900-gdf79404cd8, Yosys 0.63+post, stock flow scripts
make -C /OpenROAD-flow-scripts/flow DESIGN_CONFIG=/design/flow/config.mk WORK_HOME=/design/flow/orfs finish
==> /design/flow/config.mk <==
export PLATFORM = sky130hd
export DESIGN_NAME = topmodule
export DESIGN_NICKNAME = topmodule
export VERILOG_FILES = /design/flow/design.v
export SDC_FILE = /design/flow/constraint.sdc
export NUM_CORES = 4
export LEC_CHECK = 1
export CORE_AREA = 10 10 98 98
export DIE_AREA = 0 0 108 108
==> /design/flow/constraint.sdc <==
current_design topmodule

set clk_period 3.6
set clk_io_pct 0.2

create_clock -name clk0 -period $clk_period [get_ports {clk}]

set non_clock_inputs [all_inputs -no_clocks]
set_input_delay [expr $clk_period * $clk_io_pct] -clock clk0 $non_clock_inputs
set_output_delay [expr $clk_period * $clk_io_pct] -clock clk0 [all_outputs]
==> GITHUB_STEP_SUMMARY <==
### Flow metrics

| Metric | Value |
|---|---|
| Clock network fraction of design power | 34.8% |
| Cell row count | 32 |
| Critical-path top delay cell | dfxtp_1 |
| Pin count of the biggest net entering global routing | 15 |
| DRC viols | 0 |
| Die width | 108 um |
| Post-synth top flop | dfxtp_1 |
| Syn Area/Cell | 8.91 sq um |
| Worst Skew | 0.00546 ns |
| Rel. slew slack | 61.4% |
| Number of unconstrained endpoints | 11 |
| Vias in the first global route | 1,253 |
| TritonRoute pass-1 iters | 4 |
| Clock Path Buffers | 2 |
| Final count of pins violating max slew | 0 |
| GRT Residual Overflow | 0 |
| Register pins left without a clock | 4 |
| Initial antenna violation count | 0 |
| Net load switching power | 0.0921 mW |
| Mapped cell area | 0.00177 sq mm |
| Detailed-route via count | 1,389 |
| Post-Place Worst Slack | 1.81 ns |
| Pwr dens | 242 mW/mm^2 |
| Share of cells above drive strength 1 | 9.85% |
| Root buffer cell | clkbuf_8 |
| Clk pin slew, worst setup/hold paths | 0.09 ns |
| Antenna Nets Post-Route | 0 |
| Max IR drop VDD | 0.148 mV |
| Num CTS Buffers | 3 |
| RSZ-0062 raised after global routing | no |
| Layout area overhead | 11.3% |
| Placer Congestion | 0.839 |
| Final min period | 1.79 ns |
| Ys async rst share | 0% |
| Fp util | 23.2% |
| Final setup TNS | 0 ns |
| Comb power frac | 0.4% |
| Io pins | 13 |
| Synth Instances | 199 |
| Detailed Route WL | 3480 um |
| Number of port buffers | 8 |
| Filler cells | 819 |
| CTS resizes | 0 |
| Routed length per placed instance | 11.4 um |
| Sw Share | 19.3% |
| Post-synth EDFFs | 0 |
| OpenROAD warning count | 30 |
| Cell-internal power | 0.385 mW |
| H-tree Lvls | 1 |
| CTS tree | built |
| Startpoint types | flop |
| Total die size | 0.0117 sq mm |
| Critical Path End Type | flop |
| First-pass GRT wire length | 5980 um |
| Hold-fix buffers, CTS | 0 |
| CP cell instances | ha_1 > and4_1 > nand4_1 > or3_1 > a21oi_1 |
| Crit path kind | reg2reg |
| Critical Path RT | 3.81 ns |
| Seq pwr share | 64.8% |
| Post-CTS Setup Inserts | 0 |
| Min-Delay Path Class | reg2reg |
| WP buf/inv | 0 |
| All-Layer GR Usage | 6.02% |
| Worst-margin pin slew | 0.577 ns |
| Hold_ws | 0.486 ns |
| Core ar. | 0.00765 sq mm |
| Setup Viol. Count Final | 0 |
| Die Span Y | 108 um |
| Hpwl dp | 2610 um |
| Fin crit share | 49.8% |
| Most common logic cell in the routed design | dfxtp_1 |
| Diodes inserted | 0 |
| Worst-path maximum fanout | 7 |
| Vias per inst | 4.55 |
| Worst EP arrival | 2.00 ns |
| Max stage delay on crit path | 0.40 ns |
| Most instantiated logic cells after routing | dfxtp_1 (32), o21ai_0 (16), nand4_1 (15), a21oi_1 (13) |
| Synth warn | 3 |
| Status | finished, final reports clean |
| Post-synthesis sequential area ratio | 36.1% |
| Maximum clock rate | 558 MHz |
| P_leak | 0.674 nW |
| Ys cells | 199 |
| Top delay family on crit path | simple AND/OR/NAND/NOR gates |
| Unique cell types | 43 |
| MaxCap Viol Count | 0 |
| Clk latency of the worst-skew pair | 0.27 ns |
| Yosys stat area | 0.00177 sq mm |
| Initial drt markers | 72 |
| Worst Slack Setup Final | 1.81 ns |
| Synthesized flop and latch total | 32 |
| Total power | 0.478 mW |
| Hold Violations, Final | 0 |
[layout make-up]
| type | count | area [sq um] | area share (%) |
|---|---|---|---|
| Timing Repair Buffer | 9 | 87.6 | 4.44 |
| Inverter | 7 | 26.3 | 1.33 |
| Sequential cell | 32 | 641 | 32.5 |
| Tap cell | 102 | 128 | 6.47 |
| Multi-Input combinational cell | 152 | 1050 | 53.2 |
| Clock buffer | 3 | 41.3 | 2.09 |
[state kept, by name, summed over array words and instances (netlist names)]
| register | count |
|---|---|
| encoder.led | 4 |
| divide.state | 28 |
[routing by layer]
| layer | track usage (%) | up-vias | part of all wire, % |
|---|---|---|---|
| met5 | 0 | - | 0 |
| met4 | 1.15 | 0 | 1.8 |
| met3 | 0.904 | 9 | 5.1 |
| met2 | 9.01 | 29 | 40 |
| met1 | 9.05 | 625 | 53 |
| li1 | - | 726 | - |
[kinds of logic (layout without fill, tap and decap cells)]
logic type,count (synthesis),after routing,share of synthesized area [%]
AND-OR/OR-AND,32,32,9.46
XOR/XNOR,18,18,8.89
adder cells (fa/ha/maj),7,7,4.94
buffers and inverters,17,19,5.08
flip-flops,32,32,36.1
multiplexers,3,3,1.69
other,2,4,0.424
AND/OR/NAND/NOR,88,88,33.4
[path summary, 6_finish.rpt]
check,start,endpoint,slack [ns],cells past startpoint
hold / removal,divide.state[0]$_SDFF_PN0_,divide.state[0]$_SDFF_PN0_,0.49,1
setup reg to reg,divide.state[0]$_SDFF_PN0_,divide.state[26]$_SDFF_PN0_,1.81,5
hold reg to reg,divide.state[0]$_SDFF_PN0_,divide.state[0]$_SDFF_PN0_,0.49,1
setup / recovery,divide.state[0]$_SDFF_PN0_,divide.state[26]$_SDFF_PN0_,1.81,5
[metrics by stage]
| step | utilization [%] | area (sq um) | std cells |
|---|---|---|---|
| after detailed placement | 25.3 | 1930 | 302 |
| after CTS | 25.8 | 1970 | 305 |
| after global routing | 25.8 | 1970 | 305 |
| final | 25.8 | 1970 | 305 |
| after floorplan | - | 1780 | 201 |
| after global placement | 25.3 | 1930 | 302 |
[Yosys cell counts (all sizes together), types with 3 or more instances]
| library cell | number | area, sq um |
|---|---|---|
| buf | 8 | 56.3 |
| and3 | 4 | 26.3 |
| mux2i | 3 | 30.0 |
| nand3 | 10 | 50.1 |
| nand2 | 10 | 37.5 |
| nand4 | 17 | 128 |
| or3 | 4 | 25.0 |
| nor3 | 4 | 25.0 |
| nor4 | 5 | 67.6 |
| xor2 | 6 | 52.6 |
| inv | 7 | 26.3 |
| and4 | 8 | 75.1 |
| dfxtp | 32 | 641 |
| a21oi | 13 | 65.1 |
| xnor2 | 12 | 105 |
| o21ai | 16 | 80.1 |
| ha | 7 | 87.6 |
| nor2 | 12 | 45.0 |
[worst register-to-register path, cell delays in order, from the launching register on]
cell and delay, ns:
dfxtp_1 0.40, ha_1 0.25, and4_1 0.38, nand4_1 0.19, or3_1 0.38, a21oi_1 0.14
[power by group through the flow]
| stage | registers (mW) | logic (mW) | clock network (mW) |
|---|---|---|---|
| 6_report | 0.309 | 0.00193 | 0.166 |
| 5_1_grt | 0.310 | 0.00238 | 0.188 |
| 4_1_cts | 0.309 | 0.00212 | 0.169 |
Power figures rest on the tool's default switching activity, not on a simulated workload.
